`flow/config.mk`:
```
export PLATFORM = sky130hd
export DESIGN_NAME = Sigmoid_PLAN
export DESIGN_NICKNAME = Sigmoid_PLAN
export VERILOG_FILES = /design/flow/design.v
export SDC_FILE = /design/flow/constraint.sdc
export NUM_CORES = 4
export LEC_CHECK = 1
export CORE_AREA = 10 10 106 106
export DIE_AREA = 0 0 116 116
```
`flow/constraint.sdc`:
```
current_design Sigmoid_PLAN

set clk_period 10.7
set clk_io_pct 0.2

create_clock -name clk0 -period $clk_period

set non_clock_inputs [all_inputs -no_clocks]
set_input_delay [expr $clk_period * $clk_io_pct] -clock clk0 $non_clock_inputs
set_output_delay [expr $clk_period * $clk_io_pct] -clock clk0 [all_outputs]
```
`flow/design.v`:
```
`timescale 1ns/1ps
module Sigmoid_PLAN(
    input  signed [31:0] x,    
    output reg   [31:0] y      
);
    localparam signed [31:0] LIM_5 =  32'sd163840;  
    localparam signed [31:0] LIM_2 =  32'sd77824;   
    localparam signed [31:0] LIM_1 =  32'sd32768;   
    localparam signed [31:0] Y_ONE  = 32'sd32768;  
    localparam signed [31:0] Y_ZERO = 32'sd0;
    localparam signed [31:0] RAMP1_OFFSET = 32'sd27648;  
    localparam signed [31:0] RAMP2_OFFSET = 32'sd20480;  
    localparam signed [31:0] RAMP3_OFFSET = 32'sd16384;  
    wire signed [31:0] x_abs = (x < 0) ? -x : x;
    wire signed [32:0] ramp1_term1 = (x_abs >>> 5);
    wire signed [32:0] ramp2_term1 = (x_abs >>> 3);
    wire signed [32:0] ramp3_term1 = (x_abs >>> 2);
    wire signed [31:0] y_ramp1 = ramp1_term1[31:0] + RAMP1_OFFSET;
    wire signed [31:0] y_ramp2 = ramp2_term1[31:0] + RAMP2_OFFSET;
    wire signed [31:0] y_ramp3 = ramp3_term1[31:0] + RAMP3_OFFSET;
    always @(*) begin
        if (x_abs >= LIM_5)  
            y = (x >= 0) ? Y_ONE : Y_ZERO;
        else if (x_abs >= LIM_2)
            y = (x >= 0) ? y_ramp1 : (Y_ONE - y_ramp1);
        else if (x_abs >= LIM_1)
            y = (x >= 0) ? y_ramp2 : (Y_ONE - y_ramp2);
        else
            y = (x >= 0) ? y_ramp3 : (Y_ONE - y_ramp3);
    end
endmodule
```
`flow/run.sh`:
```
#!/bin/bash
# OpenROAD 26Q1-2900-gdf79404cd8, Yosys 0.63+post, stock flow scripts
make -C /OpenROAD-flow-scripts/flow DESIGN_CONFIG=/design/flow/config.mk WORK_HOME=/design/flow/orfs finish
```
==> results.txt <==
run metrics: status=complete, no violations, max_cap viols=0, HPWL after detailed placement=9960 um, number of DRC markers in iteration 0=268, delay-heaviest family, CP=buffers and inverters, yosys stat area=0.00362 mm^2, CTS resizes=0, placed cell count=715, FF+latch area=0 um^2, CP Cell Sequence=clkdlybuf4s50_1 -> or4_1 -> or3_1 -> o21ai_0 -> xnor2_1 -> inv_1 -> ha_1 -> and3_1 -> a31oi_1 -> a31o_2 -> buf_4 -> nor3_1 -> a31oi_1 -> a21oi_1 -> nor4_1 -> clkdlybuf4s50_1, Ant. Diodes=0, area of the core=0.00885 mm^2, final WL=12300 um, die area=0.0135 mm^2, Setup crit end kind=primary output, first-pass GRT wire length=20700 um, Worst slew margin=43.7%, cell taking the most area after synthesis=xnor2_1, Final Core Density=48.9%, Final Hold Vio Count=0, Layout Cells excl Fill=715, Post-synth seq share=0%, final setup vio count=0, slowest cell on the critical path=or4_1, layout cells sized above 1=6.43%, post-route cell area=0.00433 mm^2, mean routed wirelength per cell=17.2 um, leakage power=0.00147 uW, top cells, area=xnor2_1 (13%), xor2_1 (5.8%), nor2_1 (5.7%), filler instances=927, worst slew pin tran=0.838 ns, cell row count=34, vias per cell=6.02, first drt pass iteration count=5, DR vias=4307, Post-route DRC=0, Mapped Cells=572, vias in the first global route=3964, post-route setup TNS=0 ns, RePlAce Congestion=0.925, OpenROAD warnings=38, RSZ-0062 raised after global routing=no, GRT Resource Usage Total=18.3%, fp_density=40.9%, PD cells=40.7 mW/mm^2, largest net degree at the start of global routing=42, Die X-Extent=116 um, CP bufs+invs=4, flop count=0, Post-CTS Repair Setup Buffers=0, min-delay worst type=in2out, Max Fclk=101 MHz, fin crit share=92.7%, clkbuf count=0, Die Height=116 um, CP max FO=20, num ports=64, DRT antenna net count=0, yosys cell count=572, Worst Path Class, Setup=in2out, cts hold-fix bufs=0, initial antenna violation count=0, placed cell areas=0.00433 mm^2, Synth cell types=66, commonest cells in the synthesized netlist=nor2_1 (55), xnor2_1 (53), nand2_1 (51), o21ai_0 (37), clkbuf_1 (33), Tmin final=9.92 ns, Syn Std Cell Area=0.00362 mm^2, crit path launch type=input port, Area Growth Syn to Fin=19.7%, yosys warns=1, Mean Syn Cell Area=6.32 um^2, Place WS=0.879 ns, global-route congestion overflow total=0, max-slew violations=0, maximum vdd drop=0.0198 mV, Max-area cell share=12.8%, Port Buffers=64, Worst path max stage delay=0.70 ns, Worst EP required=8.56 ns, fin worst setup slack=0.783 ns, Worst Path Arrival=7.78 ns, Synth top cell by count=nor2_1
[area by class of cell]
type | instances | area, um^2 | area share (%)
repair buffers | 76 | 726 | 16.8
multi-input cells | 512 | 3400 | 78.5
well taps | 108 | 135 | 3.12
inverters | 19 | 71.3 | 1.65
[worst paths after layout]
check,start,end,depth (start not counted)
max,x[5],y[12],16
min,x[31],y[15],4
[per-layer routing]
| layer | routed length (um) | track usage (%) | up-vias |
|---|---|---|---|
| met1 | 6220 | 28.2 | 1941 |
| met2 | 5010 | 26.5 | 147 |
| met5 | 0 | 0 | - |
| met3 | 989 | 3.87 | 5 |
| li1 | - | - | 2214 |
| met4 | 54 | 0.834 | 0 |
[stage by stage]
| step | hold slack [ns] | total power (uW) |
|---|---|---|
| 2_1_floorplan | 4.57 | 125 |
| 3_3_place_gp | 5.37 | 173 |
| 3_5_place_dp | 5.39 | 174 |
| 4_1_cts | 5.39 | 174 |
| 5_1_grt | 5.48 | 196 |
| 6_report | 5.39 | 176 |
[logic make-up after synthesis]
| family | count (synthesis) | share of synthesized area [%] |
|---|---|---|
| XOR/XNOR | 77 | 18.7 |
| adder cells (fa/ha/maj) | 12 | 4.15 |
| AND/OR/NAND/NOR | 267 | 39.8 |
| multiplexers | 10 | 3.53 |
| buffers and inverters | 60 | 6.44 |
| AND-OR/OR-AND | 146 | 27.5 |
[where the power goes]
part | internal (uW) | leakage (uW) | switching [uW]
Sequential | 0 | 0 | 0
Combinational | 70.3 | 0.00147 | 106
Clock | 0 | 0 | 0
Total | 70.3 | 0.00147 | 106
[layout by cell type, fill, tap and decap left out, types with 7 or more instances in the layout]
master and n:
clkdlybuf4s50_1 63, nor2_1 55, xnor2_1 53, nand2_1 51, o21ai_0 37, nor3_1 30
xor2_1 24, nand3_1 23, inv_1 19, a211oi_1 19, a21oi_1 18, nor4_1 17
or4_1 12, a31oi_1 12, ha_1 12, buf_4 12, nand4_1 11, and3_1 10
o31ai_1 10, nand2b_1 10, or2_2 8, and2_1 7, o22ai_1 7
Power and IR drop assume default switching activity.
